$ cat flow/design.v
parameter numeroBits = 8;
module Ula(
  input logic signed [numeroBits - 1:0] A, B,
           input logic[1:0] F,
           output logic signed [numeroBits - 1:0] Saida,
           output logic Flag
);
  always_comb begin
    case(F)
      2'b00: Saida <= A & B;
      2'b01: Saida <= A | B;
      2'b10: Saida <= A + B;
      2'b11: Saida <= A - B;
    endcase
    if(F == 2'b10 || F == 2'b11)
      if((A > 0 && B > 0 && Saida < 0) || (A < 0 && B < 0 && Saida >= 0))
      	Flag <= 1;
      if((A > 0 && B <= A &&  Saida < 0) || (A < 0 && B >= A && Saida > 0))
      	Flag <= 1;
    else
      Flag <= 0;
  end
endmodule
$ cat flow/run.sh
#!/bin/bash
# OpenROAD 26Q1-2900-gdf79404cd8, Yosys 0.63+post, stock flow scripts
make -C /OpenROAD-flow-scripts/flow DESIGN_CONFIG=/design/flow/config.mk WORK_HOME=/design/flow/orfs finish
$ cat flow/config.mk
export PLATFORM = sky130hd
export DESIGN_NAME = Ula
export DESIGN_NICKNAME = Ula
export VERILOG_FILES = /design/flow/design.v
export SDC_FILE = /design/flow/constraint.sdc
export NUM_CORES = 4
export LEC_CHECK = 1
export CORE_AREA = 10 10 93 93
export DIE_AREA = 0 0 103 103
$ cat flow/constraint.sdc
current_design Ula

set clk_period 9.5
set clk_io_pct 0.2

create_clock -name clk0 -period $clk_period

set non_clock_inputs [all_inputs -no_clocks]
set_input_delay [expr $clk_period * $clk_io_pct] -clock clk0 $non_clock_inputs
set_output_delay [expr $clk_period * $clk_io_pct] -clock clk0 [all_outputs]
==> impl_report.txt <==
=== SYNTHESIS / PLACE & ROUTE SUMMARY ===
----------------------------------------------------
[Critical path]
  Data required time of the critical path ........................ 7.60 ns
  Max FO, Critical Path ........................ 8
  Category of the critical setup timing path ........................ input port to primary output
  Capturing element type of the critical path ........................ primary output
  CP startpoint kind ........................ input port
  WP data arrival ........................ between 4 and 5 ns

[Yosys]
  Number of standard cells reported by yosys ........................ 153
  Post-synth top area share ........................ about 28%
  Count of distinct cell types in the synthesized netlist ........................ 44
  Synth Cell Area ........................ approximately 0.0011 mm^2
  Yosys warnings ........................ 1
  Most numerous cell types in the synthesized netlist ........................ sky130_fd_sc_hd__inv_1 (26), sky130_fd_sc_hd__ha_1 (25), sky130_fd_sc_hd__nand2_1 (11)
  Post-Synthesis Cells ........................ 153
  Dominant cell type by area after synthesis ........................ sky130_fd_sc_hd__ha_1
  Yosys chip area ........................ about 0.0011 mm^2
  Most frequent cell after synthesis ........................ sky130_fd_sc_hd__inv_1
  Synth top area cells ........................ sky130_fd_sc_hd__ha_1 (28%), sky130_fd_sc_hd__inv_1 (8.9%), sky130_fd_sc_hd__mux2i_1 (4.6%)
  Synth Seq Share ........................ 0%
  Post-synthesis area per instance ........................ about 7.2 um^2

[Die]
  # IOs ........................ 27
  Area of the die ........................ approximately 0.011 mm^2
  Site Rows ........................ 30
  Std-Cell Core Area ........................ 0.00676 mm^2
  Die outline width ........................ 103 um
  Effective utilization at floorplan ........................ 16.3%
  Die H ........................ a little over 100 um

[Routing]
  Routed vias/inst ........................ 4.24
  Detailed route wirelength on metal3 ........................ between 70 and 80 um
  Uppermost layer routed ........................ met3
  Initial drt markers ........................ about 71
  DRC Markers ........................ 0
  First-pass iteration count of the detailed router ........................ 4
  Routed met1 length ........................ 1.43 mm
  Total detailed-routing wirelength ........................ 3.05 mm
  Routed Antenna Nets ........................ 0
  Total number of vias ........................ 1080
  Inserted Diodes ........................ 0
  Met2 WL ........................ 1.55 mm
  Avg WL per Cell ........................ between 10 and 15 um

[Clock network]
  Buffer count from post-CTS setup fixing ........................ 0
  Cts repair resizes ........................ 0
  Hold-fix buffers at CTS ........................ 0

[GRT]
  Tot GR Track Use ........................ 5.97%
  Pin count of the biggest net entering global routing ........................ 31
  Antenna violations before repair ........................ 0
  Via count of the first global-routing pass ........................ 1082
  Overall overflow remaining after global route ........................ 0
  Wire length of the first global-routing pass ........................ 5.23 mm

[Finish]
  Post-route non-filler standard cell count ........................ 255
  Fillcell total ........................ 758
  Sequential cell area ........................ 0 um^2
  Layout overhead on the synthesized area ........................ 31.4%
  Ratio of cells with drive above 1 in the final layout ........................ 5.71%
  Flop count ........................ 0
  Layout clock buffers ........................ 0

[STA]
  Total negative setup slack ........................ 0 ns
  Total count of max-transition violations in the final report ........................ 0
  Final period demand of the worst path ........................ between 6 and 7 ns
  Top achievable clock speed ........................ between 0.1 and 0.15 GHz
  Hold violation total from the final report ........................ 0
  Tightest hold margin ........................ 5.06 ns
  Number of setup violations in the final report ........................ 0
  Actual slew at the worst max-slew pin ........................ 0.569 ns
  Setup repair after global routing missed its margin ........................ no
  Final critical-path share of the clock period ........................ roughly 72%
  Slew HR ........................ 61.9%

[Worst hold path]
  Path category of the worst min-delay check ........................ input port to primary output

[Pwr]
  Switching pwr ........................ roughly 0.036 mW
  Clock share of power ........................ 0%
  Net Sw Frac ........................ 47.4%
  Power share of the combinational group ........................ 100.0%
  Peak VDD IR ........................ ~0.000018 V
  Internal cell power ........................ about 0.04 mW
  Ratio of total power to cell area ........................ 52.8 mW/mm^2
  Fraction of power consumed by sequential logic ........................ 0%
  Leak ........................ between 0.6 and 0.7 nW

[Placed design]
  Routability congestion estimate ........................ between 0.8 and 0.9
  Half-perimeter wire length after detailed placement ........................ 2.64 mm
  Input/output buffers ........................ 27
  Cell total after placement ........................ about 260

[Run status]
  Status ........................ complete, no violations

[Job]
  Tool Warnings ........................ 49
  Max cap viols ........................ 0

----------------------------------------------------
[stage by stage]
| stage | total power [mW] | setup WS (ns) | cell area (um^2) | utilization, % |
|---|---|---|---|---|
| floorplan | 0.0463 | 3.87 | 1100 | - |
| global placement | 0.0772 | 2.62 | 1450 | 21.4 |
| detailed placement | 0.0772 | 2.60 | 1450 | 21.4 |
| CTS | 0.0778 | 2.59 | 1450 | 21.4 |
| global route | 0.0865 | 2.39 | 1450 | 21.4 |
| finish | 0.0764 | 2.63 | 1450 | 21.4 |
[cells by family (layout without fill, tap and decap cells)]
| family | count (synthesis) | in the layout | share of synthesized area [%] |
|---|---|---|---|
| simple gates | 42 | 42 | 19.3 |
| compound gates | 40 | 40 | 26.2 |
| buf+inv | 32 | 54 | 11.8 |
| fa+ha+maj | 27 | 27 | 32.1 |
| mux | 7 | 7 | 6.60 |
| xor+xnor | 5 | 5 | 3.98 |
[routing by layer]
metal	track usage, %	vias up
met2	11.3	15
met4	0	0
met1	7.59	493
li1	-	572
met3	0.406	0
met5	0	-
[critical path: stages]
cell and delay (ns):
sky130_fd_sc_hd__clkdlybuf4s50_1 0.54, sky130_fd_sc_hd__inv_1 0.06, sky130_fd_sc_hd__ha_1 0.44, sky130_fd_sc_hd__nor2b_1 0.12
sky130_fd_sc_hd__o311ai_1 0.33, sky130_fd_sc_hd__o311ai_2 0.17, sky130_fd_sc_hd__xnor2_1 0.17, sky130_fd_sc_hd__a2111oi_2 0.39
sky130_fd_sc_hd__a41oi_1 0.16, sky130_fd_sc_hd__mux2_2 0.28, sky130_fd_sc_hd__clkdlybuf4s50_1 0.41
[cell type report]
type                       instances  area (um^2)  area share [%]
inverter                          26         97.6            6.75
multi-input combinational        121          970            67.1
tap                               80          100            6.93
timing repair buffer              28          278            19.2
[cell usage in the layout, fill, tap and decap left out, drive strengths merged, types with 2 or more instances in the layout]
cell type       n
nor2            8
nor2b           4
o311ai          2
xnor2           5
inv            26
nand2          11
a211oi          3
mux2            2
or2             2
nand2b          2
o21ai           9
fa              2
a21o            2
mux2i           5
ha             25
clkdlybuf4s50  27
o31ai           3
nor3            6
a21oi           8
o211ai          2
o22ai           2
nand3           3
[power groups by stage]
stage	sequential (mW)	combinational [mW]	clock, mW
CTS	0	0.0778	0
global route	0	0.0865	0
finish	0	0.0764	0
[final timing paths]
check | slack, ns | cells after the start | from | end
hold / removal | 5.06 | 7 | B[7] | Saida[7]
setup / recovery | 2.63 | 11 | A[2] | Flag
Power is estimated from default activity; no workload was simulated.
