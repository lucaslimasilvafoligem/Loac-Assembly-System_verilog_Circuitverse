`./design.v`:
```
module contador_up_down (
  input logic clk, reset, selecao,
  output logic [3:0] saida
);
  always_ff @(posedge clk or posedge reset) begin
    if (reset)
      saida <= 4'b0000;
    else if (selecao)
      saida <= saida - 1;
    else
      saida <= saida + 1;
  end
endmodule
```
`./run.sh`:
```
#!/bin/bash
# OpenROAD 26Q1-2900-gdf79404cd8, Yosys 0.63+post, stock flow scripts
make -C /OpenROAD-flow-scripts/flow DESIGN_CONFIG=/design/flow/config.mk WORK_HOME=/design/flow/orfs finish
```
`./config.mk`:
```
export PLATFORM = sky130hd
export DESIGN_NAME = contador_up_down
export DESIGN_NICKNAME = contador_up_down
export VERILOG_FILES = /design/flow/design.v
export SDC_FILE = /design/flow/constraint.sdc
export NUM_CORES = 4
export LEC_CHECK = 1
export CORE_AREA = 10 10 70 70
export DIE_AREA = 0 0 80 80
```
`./constraint.sdc`:
```
current_design contador_up_down

set clk_period 2.1
set clk_io_pct 0.2

create_clock -name clk0 -period $clk_period [get_ports {clk}]

set non_clock_inputs [all_inputs -no_clocks]
set_input_delay [expr $clk_period * $clk_io_pct] -clock clk0 $non_clock_inputs
set_output_delay [expr $clk_period * $clk_io_pct] -clock clk0 [all_outputs]
```
==> results.rst <==
Synthesis and place-and-route
=============================

.. list-table::
   :header-rows: 1

   * - Metric
     - Value
   * - WL/cell
     - 5.24 um
   * - Skew final
     - 0.00661 ns
   * - Area used by sequential logic in the layout
     - 100 um2
   * - Minimum period implied by the final worst setup slack
     - 1.52 ns
   * - Number of max-cap violations
     - 0
   * - Post-route clock period utilization
     - 72.5%
   * - Post-synth seq share
     - 48.5%
   * - Crit path max fanout
     - 4
   * - DRC violations left
     - 0
   * - Source-to-sink clock delay at the later pin of the worst-skew pair
     - 0.23 ns
   * - Tally of unique sky130hd cells used after synthesis
     - 8
   * - Final hold viol count
     - 0
   * - Count of hold buffers inserted by post-cts repair
     - 0
   * - Worst Path Class, Setup
     - in -> reg
   * - H-tree lvl count
     - 1
   * - Yosys cell count
     - 17
   * - Global routing met2 resource utilization
     - 1.77%
   * - HP Class
     - in -> async
   * - Area figure in the yosys stat output
     - 206 um2
   * - Aggregate routed wire length
     - 377 um
   * - Area fraction of the dominant cell type after synthesis
     - 48.5%
   * - Nature of the critical path startpoint
     - primary input
   * - Floorplan utilization
     - 6.04%
   * - Number of slew-limit violations in the final report
     - 0
   * - CTS Root Buffer Type
     - sky130_fd_sc_hd__clkbuf_4
   * - Number of primary I/O pins
     - 7
   * - Initial DRC count
     - 1
   * - Number of antenna repair diodes
     - 0
   * - Top cells excl fill/tap
     - 6 x sky130_fd_sc_hd__clkdlybuf4s50_1, 5 x sky130_fd_sc_hd__inv_1, 4 x sky130_fd_sc_hd__dfrtp_1, 3 x sky130_fd_sc_hd__clkbuf_4
   * - GR Util met1
     - 1.34%
   * - Final setup viols
     - 0
   * - Peak VDD IR
     - 0.134 mV
   * - Vias per Instance
     - 2.03
   * - Number of antenna violations at the first check in global routing
     - 0
   * - Run status
     - finished, final reports clean
   * - Combinational gate area
     - 87.6 um2
   * - Clock sink total
     - 4
   * - Leakage power summed over all cells
     - 0.149 nW
   * - Setup repair after global routing missed its margin
     - false
   * - Syn avg cell area
     - 12.1 um2
   * - Number of CTS-inserted buffers
     - 3
   * - Total via count in the routed design
     - 146
   * - Remaining global-route overflow
     - 0
   * - Gp weighted congestion
     - 0.695
   * - Top flop regs
     - saida x4
   * - Register bank with the most flops
     - saida
   * - Endpoint kind of the worst setup timing path
     - register
   * - Area of the die
     - 6400 um2
   * - Post-synthesis cell type with the largest combined area
     - sky130_fd_sc_hd__dfrtp_1
   * - Power density relative to cell area
     - 1090 nW/um2
   * - Fraction of layout instances using a drive strength above 1
     - 15.4%
   * - Data arrival time of the critical path
     - 1.68 ns
   * - Total power
     - 0.000379 W
   * - Top Usage Layer GRT
     - met2
   * - YS warnings
     - 1
   * - Antenna-violating nets left
     - 0
   * - Required time reported for the critical path endpoint
     - 2.26 ns
   * - Total Routing Usage GR
     - 1.25%
   * - Measured slew at the worst slew-check pin
     - 0.177 ns
   * - Filler cell count in the final layout
     - 397
   * - Netlist area before placement
     - 206 um2
   * - Largest net degree at the start of global routing
     - 5
   * - FF+latch count, synth
     - 4
   * - CTS tree
     - built
   * - Commonest Layout Cell
     - sky130_fd_sc_hd__clkdlybuf4s50_1
   * - Number of rows in the core area
     - 21
   * - Number of setup buffers added after CTS
     - 0
   * - Setup TNS Final
     - 0 ns
   * - Core Box Area
     - 3420 um2
   * - Vias in the first global route
     - 162
   * - Die Span X
     - 80 um
   * - Met3 track demand over resource
     - 0.909%
   * - Number of port buffers
     - 6
   * - Max-Slew Margin vs Limit
     - 88.2%
   * - Top area cells in the synthesized netlist
     - sky130_fd_sc_hd__dfrtp_1 48%, sky130_fd_sc_hd__ha_1 12%, sky130_fd_sc_hd__fa_1 9.7%, sky130_fd_sc_hd__inv_1 9.1%, sky130_fd_sc_hd__xnor2_1 8.5%
   * - Layout overhead on the synthesized area
     - 67.9%
   * - Post-DP HPWL
     - 320 um
   * - Count of tool warnings
     - 25
   * - First-pass detailed-route iteration total
     - 2
   * - Die height
     - 80 um
   * - Largest buffer count on any clock path
     - 2
   * - Clock-pin slew on the worst setup and hold paths
     - 0.04 ns
   * - Total of cells resized after clock tree synthesis
     - 0
   * - Flip-flop count of the largest register after layout
     - 4
   * - First-pass GRT wire length
     - 669 um
   * - Number of instances in the synthesized netlist
     - 17
   * - Highest attainable clock frequency
     - 657 MHz
-- synthesized netlist by cell type, drive strengths merged --
cell   n
a21o   1
xor2   1
dfrtp  4
ha     2
xnor2  2
fa     1
inv    5
a21oi  1
-- critical path, cell delays in order --
cell and delay (ns):
sky130_fd_sc_hd__clkdlybuf4s50_1 0.55, sky130_fd_sc_hd__ha_1 0.26, sky130_fd_sc_hd__a21o_1 0.19, sky130_fd_sc_hd__a21oi_2 0.14
sky130_fd_sc_hd__xnor2_1 0.12
-- final cells by class --
class / instances / share of cell area (%)
flip-flops and latches: 4 / 28.9
multi-input cells: 8 / 25.3
repair buffers: 6 / 17.3
well taps: 46 / 16.6
clock buffers: 3 / 6.50
inverters: 5 / 5.42
-- worst paths after layout --
path	cells past startpoint	from	slack (ns)	end
min in group clk0	1	saida[0]$_DFF_PP0_	0.49	saida[0]$_DFF_PP0_
hold / removal	2	reset	0.38	saida[3]$_DFF_PP0_
hold reg to reg	1	saida[0]$_DFF_PP0_	0.49	saida[0]$_DFF_PP0_
setup reg to reg	4	saida[1]$_DFF_PP0_	0.92	saida[3]$_DFF_PP0_
setup / recovery	5	selecao	0.58	saida[3]$_DFF_PP0_
max in group asynchronous	2	reset	1.56	saida[1]$_DFF_PP0_
-- power by group --
group | internal [W] | switching, W
Sequential | 0.000109 | 0.0000195
Clock | 0.0000637 | 0.0000289
Combinational | 0.000105 | 0.0000531
-- metal layers --
layer | up-vias | share of wire [%]
met3 | 0 | 21
met5 | - | 0
met1 | 65 | 42
met4 | 0 | 0
met2 | 9 | 36
li1 | 72 | -
-- cell families after synthesis --
group	share of synthesized area, %
AOI/OAI and AO/OA	7.88
DFF	48.5
buffers and inverters	9.09
xor gates and xnor gates	12.7
adders and majority gates	21.8
-- per-stage QoR --
| stage | util (%) | cell area, um2 | setup WS [ns] | cells | hold slack, ns |
|---|---|---|---|---|---|
| after floorplan | - | 206 | 0.907 | 17 | 0.186 |
| after global placement | 9.49 | 324 | 0.340 | 69 | 0.468 |
| after detailed placement | 9.49 | 324 | 0.322 | 69 | 0.489 |
| after CTS | 10.1 | 347 | 0.574 | 72 | 0.380 |
| after global routing | 10.1 | 347 | 0.530 | 72 | 0.402 |
| final | 10.1 | 347 | 0.577 | 72 | 0.380 |
Power figures rest on the tool's default switching activity, not on a simulated workload.
