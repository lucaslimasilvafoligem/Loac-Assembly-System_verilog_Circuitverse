==> ./design.v <==
parameter ADDR_WIDTH = 2;
parameter DATA_WIDTH = 4;
module RAM_RW(
  input logic clk, SEL, reset,
  input logic [ADDR_WIDTH-1:0] addr,
  input logic [DATA_WIDTH-1:0] Din,
  output logic [DATA_WIDTH-1:0] Dout
);
  logic [DATA_WIDTH-1:0] mem [0:1<<DATA_WIDTH-1];
  always_ff @(posedge clk) begin
    if (reset)
      Dout <= 0;
    else if (SEL) 
      mem[addr] <= Din;
    else Dout <= mem[addr];
  end
endmodule
==> ./run.sh <==
#!/bin/bash
# OpenROAD 26Q1-2900-gdf79404cd8, Yosys 0.63+post, stock flow scripts
make -C /OpenROAD-flow-scripts/flow DESIGN_CONFIG=/design/flow/config.mk WORK_HOME=/design/flow/orfs finish
==> ./config.mk <==
export PLATFORM = sky130hd
export DESIGN_NAME = RAM_RW
export DESIGN_NICKNAME = RAM_RW
export VERILOG_FILES = /design/flow/design.v
export SDC_FILE = /design/flow/constraint.sdc
export NUM_CORES = 4
export LEC_CHECK = 1
export CORE_AREA = 10 10 97 97
export DIE_AREA = 0 0 107 107
==> ./constraint.sdc <==
current_design RAM_RW

set clk_period 2.4
set clk_io_pct 0.2

create_clock -name clk0 -period $clk_period [get_ports {clk}]

set non_clock_inputs [all_inputs -no_clocks]
set_input_delay [expr $clk_period * $clk_io_pct] -clock clk0 $non_clock_inputs
set_output_delay [expr $clk_period * $clk_io_pct] -clock clk0 [all_outputs]
==> flow_summary.yaml <==
# implementation run metrics
critical_path:
  crit_fanout: 10
  reg2regPathDepth: 2
  regToRegStartpoint: "mem[1][0]"
  cp-end-kind: "register"
  worst-setup-path-type: "in -> reg"
  worstReg2RegEnd: "Dout[0]"
  cp.arrival_ns: 1.68
  worst_ep_required_time_ns: 2.37
  rrSetupSlack_ns: 1.59
  start_kind: "primary input"
final_timing:
  final.setup_skew_ns: 0.004200
  setup_violations: 0
  hold_ws_ns: 0.5107
  setup_tns_ns: 0
  rsz0062_at_grt: "false"
  fmax_mhz: 587.5
  finalHoldViolCount: 0
  relSlewSlack: 0.8020
  period_used_share: 0.7093
  drv_slew: 0
  tightest_slew_ns: 0.2961
  fin_crit_ns: 1.702
run:
  maxCapViolCount: 0
  warning_count: 25
grt:
  grt_max_degree: 12
  overflow: 0
  grtUsageTotal: 0.02671
  grt_pass1_wl_mm: 2.415
  first_global_vias: 490
  grt_antenna_before_repair: 0
cts:
  clk_latency_ns: 0.25
  cts_resized: 0
  cts_made_buffers: 3
  htree_levels: 1
  clkTransAtPathRegs_ns: 0.07
  cts_hold_buf: 0
  cts.path.max_buffers: 2
  post_cts_buffers: 0
  cts.sinks: 20
  cts_tree: "done"
  root_buffer: "clkbuf_8"
floorplan:
  num_rows: 31
  fp_util: 0.1064
  pin_count: 13
  die.size.y_um: 107
  core_mm2: 0.007292
  die_x_um: 107
  dieArea_mm2: 0.01145
layout:
  final_layout_top_logic_cells: "edfxtp_1 (16), clkdlybuf4s50_1 (12), mux2i_1 (8)"
  drive_above_1_share: 0.1290
  n_fill_cell: 834
  syn_to_final_growth_pct: 40.32
  layout_top_cell_excl_fill_tap: "edfxtp_1"
routing:
  antenna_cells: 0
  via_per_inst: 2.801
  routedWlPerCell_um: 9.832
  ant_nets: 0
  drc: 0
  routed_wl_mm: 1.583
  num_vias: 451
  dr.pass1.iters: 3
  drt_iter0_drc: 20
synthesis:
  yosysWarningCount: 1
  netlist_instances: 44
  ys_chip_area_um2: 775.7
  ys_cells: 44
  synth_flops: 20
  synth.cell_area_um2: 775.7
  yosysUniqueCellTypes: 12
  synth_area_per_cell_um2: 17.63
  yosysSeqAreaShare: 0.7226
placement:
  gp_congestion: 0.7135
  hpwl_mm: 1.194
  port_buffers: 12
min_path:
  hold_end: "Dout[2]"
  hp-class: "reg -> reg"
  hold-path-cell-count: 2
  worstHoldStart: "Dout[2]"
pwr:
  ir_worst_vdd_mv: 0.1813
  power_density_mw_per_mm2: 642.5
  p_leak_uw: 0.0003523
outcome:
  outcome: "finished clean"
==> registers in the layout, summed over array words and instances, names as in the netlist <==
signal  flops
Dout        4
mem        16
==> worst max path at each step <==
stage / from / to / slack (ns) / depth (start not counted)
CTS: addr[0] / mem[2][3] / 0.75 / 4
global route: SEL / mem[0][2] / 0.65 / 3
finish: SEL / mem[2][3] / 0.70 / 3
==> logic make-up (layout without fill, tap and decap cells) <==
group / after synthesis / in the layout / synth area share
DFF: 20 / 20 / 0.7226
and+or+nand+nor: 10 / 10 / 0.1081
muxes: 8 / 8 / 0.1032
AOI/OAI and AO/OA: 4 / 4 / 0.04516
buffers and inverters: 2 / 20 / 0.02096
==> routing by layer <==
layer / vias to the layer above / wire length, um / track usage
met4: 0 / 34 / 0.008704
met2: 9 / 766 / 0.04741
met1: 220 / 700 / 0.02991
li1: 220 / - / -
met5: - / 0 / 0
met3: 2 / 83 / 0.007884
==> power breakdown <==
part           leakage (uW)  internal, uW  switching (uW)
logic              0.000145          33.1            22.6
registers          0.000178           388            4.70
clock network     0.0000288           146             105
total              0.000352           567             133
==> Yosys cell counts, drive strengths merged <==
| master | n | area share |
|---|---|---|
| and4b | 1 | 0.013 |
| buf | 2 | 0.021 |
| dfxtp | 4 | 0.10 |
| edfxtp | 16 | 0.62 |
| mux2i | 8 | 0.10 |
| nand3b | 4 | 0.039 |
| nor4b | 1 | 0.011 |
| nor4bb | 2 | 0.026 |
| o221ai | 4 | 0.045 |
| or3 | 1 | 0.0081 |
| or3b | 1 | 0.011 |
==> metrics by stage <==
| step | worst slack, ns | utilization | cell area (um2) | total power (uW) | std cells |
|---|---|---|---|---|---|
| floorplan | 0.7621 | - | 775.7 | 421.0 | 44 |
| global placement | 0.4859 | 0.1417 | 1033 | 456.3 | 157 |
| detailed placement | 0.5004 | 0.1417 | 1033 | 457.0 | 157 |
| CTS | 0.7461 | 0.1493 | 1089 | 705.7 | 161 |
| global route | 0.6454 | 0.1493 | 1089 | 720.6 | 161 |
| finish | 0.6977 | 0.1493 | 1089 | 699.4 | 161 |
==> critical path, stage by stage <==
cell and delay (ns):
clkdlybuf4s50_1 0.64, nor4bb_1 0.36, buf_4 0.19
==> layout make-up <==
type / count / area, um2 / area share
clock buffers: 4 / 55.05 / 0.05057
flip-flops and latches: 20 / 560.5 / 0.5149
multi-input cells: 22 / 198.9 / 0.1828
repair buffers: 16 / 150.1 / 0.1379
well taps: 99 / 123.9 / 0.1138
Power figures rest on the tool's default switching activity, not on a simulated workload.
